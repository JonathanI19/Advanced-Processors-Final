`flow/run.sh`:
```
#!/bin/bash
# OpenROAD 26Q1-2900-gdf79404cd8, Yosys 0.63+post, stock flow scripts
make -C /OpenROAD-flow-scripts/flow DESIGN_CONFIG=/design/flow/config.mk WORK_HOME=/design/flow/orfs finish
```
`flow/config.mk`:
```
export PLATFORM = sky130hd
export DESIGN_NAME = registers
export DESIGN_NICKNAME = registers
export VERILOG_FILES = /design/flow/design.v
export SDC_FILE = /design/flow/constraint.sdc
export NUM_CORES = 4
export LEC_CHECK = 1
export CORE_UTILIZATION = 40
```
`flow/constraint.sdc`:
```
current_design registers

set clk_period 6.4
set clk_io_pct 0.2

create_clock -name clk0 -period $clk_period [get_ports {clk}]

set non_clock_inputs [all_inputs -no_clocks]
set_input_delay [expr $clk_period * $clk_io_pct] -clock clk0 $non_clock_inputs
set_output_delay [expr $clk_period * $clk_io_pct] -clock clk0 [all_outputs]
```
`flow/design.v`:
```
module registers(clk, read_register_1, read_register_2, write_register, write_data, read_data_1, read_data_2, reg_write);
    input [4:0] read_register_1, read_register_2, write_register;
    input [63:0] write_data;
    input clk, reg_write;
    output reg [63:0] read_data_1, read_data_2;
    reg [31:0] r [0:31];
    initial begin
        for (integer i = 0; i < 32; i = i + 1) begin
            r[i] = 32'b00000000000000000000000000000000;
        end
    end
    always @(read_register_1, read_register_2) begin
        read_data_1 <= $signed(r[read_register_1]);
        read_data_2 <= $signed(r[read_register_2]);
    end
    always @(posedge clk) begin
        if (reg_write == 1) begin
            r[write_register] = write_data[31:0];
        end
    end
endmodule: registers
```
==> run notes <==
Physical implementation.

- The setup path with the least slack is of type input port to output pin.
- The highest clock rate this design can be run at is 0.183 GHz.
- Summed over all failing endpoints, the final setup total negative slack is 0 ns.
- The cell with the largest stage delay on the worst path is sky130_fd_sc_hd__nor2_4.
- The power density over the cells is 263 nW/um^2.
- The mean area per synthesized cell is roughly 14 sq um.
- The OpenROAD report gives the critical path a required time of 5.12 ns.
- The clock passes through at most 3 buffers.
- The register with the most flip-flops in the layout has 1,024 of them.
- In this run, CTS created clock tree buffers numbering 106.
- For this design, the CTS-stage hold fixing added 0 buffers.
- For this run the aggregate overflow at the end of global routing stands at 0.
- The number of antenna violations at the first check in global routing is 7.
- For reference, the top cells by area after synthesis are sky130_fd_sc_hd__edfxtp_1 62%, sky130_fd_sc_hd__mux2i_1 21%, sky130_fd_sc_hd__a22oi_1 2.9%.
- The HPWL after detailed placement is 84.6 mm.
- The overall chip area is 125,000 sq um.
- The area of the core region is approximately 120,000 sq um.
- The worst hold path begins at write_data[22].
- The number of hold-slack violations in the final timing report is 0.
- The number of clock sinks came to 1,024.
- STA classifies the critical path startpoint as an input port.
- The gate count after technology mapping is 3,450.
- Setup repair after global routing left no endpoint under its margin.
- After its last routability iteration, the placer logged a weighted congestion of 0.868.
- The global-route wire length before repair is 214 mm.
- The clock tree root driver cell is sky130_fd_sc_hd__clkbuf_16.
- The final timing report lists a max-slew violation count of 0.
- Per the CTS log, the maximum H-tree level is 3.
- The tool flagged a number of max-cap violations equal to 0.
- In the CTS report, the clock slew at the register clock pins of the worst setup and hold paths is listed as roughly 0.060 ns.
- The data arrival time reported for the critical path is 4.19 ns.
- The setup violation total in the final timing report is 0.
- The cell type with the highest aggregate area in the netlist is sky130_fd_sc_hd__edfxtp_1.
- The number of global-route vias before repair is 31.8k.
- From synthesis to final layout, the design area changed by 14.1%.
- The buffer and inverter count on the worst path is 3.
- Once synthesis finished, the tally of register bits stood at around 1.0k.
- Checking max transition, the worst relative margin is 0.365.
- Post-CTS timing repair inserted 0 buffers for setup.
- The count of buffers inserted at the top-level ports is 176.
- Entering global routing, the biggest net connects 69 pins.
- Hold analysis shows the worst path with a depth of 2.
- The maximum cell stage delay along the critical path is slightly below 0.8 ns.
- The signal on the critical path passes through clkdlybuf4s50_1, nor2_4, buf_12, a22oi_1, a31oi_1, nand3_1, clkdlybuf4s50_1.
- The number of warnings the tools reported is 58.
- After clock tree synthesis, the repair step resized 0 gates.
- The warning tally printed by Yosys for this design is 1.
- TritonCTS built the clock tree.
- After routing the design area is around 56,000 sq um.
- The number of different library cells used by synthesis comes to 23.
- The horizontal die size is 353 um.
- The worst vdd rail ir drop is 0.200 mV.
- Dividing the detail-routed via count by the number of cells gives 5.87.
- The flow ran to the end, and the final reports show no timing, DRC or antenna violations.
- The part of the Yosys area used for sequential elements is 0.624.
- The synthesized netlist occupies a cell area of about 49,000 sq um.
- The final antenna-violating net count is 0.
- Summing all placed instances gives a cell area of 53,000 sq um.
- The end point of the worst hold path is r[24][22].
- The type of the most critical hold path is input port to flop.
- The total number of placement rows is 128.
- In the global route stage, overall resource usage came out at 0.255.
- The first detailed-routing pass ran for 5 iterations.
- The time the worst path needs with I/O delays and setup is ~5.5 ns.
- The final standard cell utilization of the core is 0.461.
- The pin closest to its max-slew limit shows a slew of between 0.9 and 1 ns.
- The largest delay contributor family on the critical path is buffers and inverters.
- The vias after detailed routing is 31.1k.
- The count of instantiated cells in the yosys netlist is between 3k and 4k.
- The layout summary lists the proportion of cells stronger than drive strength 1 as 0.0950.
- The routed layout reports a DRC error count of 0.
- In this run the count of I/O pins placed on the die edge is 209.
- The die height is 353 um.
- The initial core utilization is 0.404.
- In this design, the critical path's most frequently occurring cell is sky130_fd_sc_hd__clkdlybuf4s50_1.
- Per the timing report, the biggest fanout along the worst path comes to 27.
- Dividing the final minimum period by the clock period gives 0.855.
- The chip area line in the Yosys stat output reads 49,300 sq um.
- The final wirelength is 149 mm.
- The share of the synthesized area in the top cell type is 0.624.
- After the first detailed-routing iteration, the DRC count stood at 1,660.
- The leakage power of the design is 20.6 nW.
- The worst setup path is captured at an output pin.
- The routed length per placed instance is 28.2 um.
how the worst max path moves through the flow:
| stage | cells past startpoint | startpoint | end |
|---|---|---|---|
| 5_1_grt | 8 | read_register_1[0] | read_data_1[12] |
| 6_report | 7 | read_register_2[2] | read_data_2[9] |
| 4_1_cts | 7 | read_register_2[2] | read_data_2[9] |
cells in the mapped netlist, drive strengths merged:
library cell / instances
edfxtp: 1024
mux2i: 1024
buf: 227
nand2: 195
nand3: 194
a21oi: 192
a22oi: 192
a22o: 128
clkbuf: 90
a31oi: 64
nor3: 64
nor2: 35
nand3b: 5
nand2b: 4
nor2b: 4
or3b: 3
and2: 2
or2: 2
or3: 1
kinds of logic after synthesis:
kind of cell,after synthesis,synth area share
DFF,1024,0.624
buffers and inverters,317,0.0415
and+or+nand+nor,509,0.0467
AOI/OAI and AO/OA,576,0.0796
muxes,1024,0.208
layout make-up:
class	instances	area, sq um
fillers	10500	65800
flip-flops and latches	1024	30700
multi-input cells	2109	16800
repair buffers	343	3460
clock buffers	131	2750
well taps	1625	2030
clock inverters	58	439
diodes	1	2.50
layout by cell type (no fill, tap or decap), drive strengths merged:
master	synthesis	routed
a22oi	192	192
mux2i	1024	1024
a21oi	192	192
or3b	3	3
nor2	35	35
clkdlybuf4s50	0	174
or2	2	2
nand3b	5	5
a31oi	64	64
bufinv	0	7
nand2b	4	4
buf	227	169
diode	0	1
clkinv	0	49
nor2b	4	4
edfxtp	1024	1024
nand3	194	194
clkbuf	90	131
or3	1	1
nand2	195	195
inv	0	2
a22o	128	128
and2	2	2
nor3	64	64
metal layers:
layer | GRT usage | routed length, um
met2 | 0.382 | 69300
met4 | 0.0648 | 4710
met5 | 0.00491 | 147
met3 | 0.146 | 20200
met1 | 0.334 | 54900
metrics by stage:
stage | std cells | hold slack, ns | setup WS, ns | total power [mW]
after detailed placement | 5101 | 2.12 | 0.957 | 9.12
after global placement | 5101 | 2.11 | 0.924 | 9.11
after floorplan | 3450 | 1.38 | 1.98 | 8.48
after global routing | 5290 | 1.43 | 0.802 | 15.2
after CTS | 5290 | 1.39 | 0.940 | 14.9
final | 5291 | 1.43 | 0.929 | 14.8
report_power, final:
part / internal [mW] / switching (mW) / total [mW]
registers: 7.46 / 0.0310 / 7.49
logic: 0.628 / 0.863 / 1.49
clock network: 3.29 / 2.49 / 5.79
Power and IR drop assume default switching activity.
