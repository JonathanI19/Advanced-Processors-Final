==> flow/design.v <==
module instruction_memory(address, instruction);
    input [31:0] address;
    output reg [31:0] instruction;
    reg [31:0] memory [0:1279];
    initial begin
        for (integer i = 0; i < 1280; i = i + 1) begin
            memory[i] = 32'b00000000000000000000000000000000;
        end
        memory[0] = 32'b00000000000000000010000010000011;  
        memory[1] = 32'b00000000000100000010000100000011;  
        memory[2] = 32'b00000000001000000010000110000011;  
        memory[3] = 32'b00000000001100000010001000000011;  
        memory[4] = 32'b00000000010000000010001010000011;  
        memory[5] = 32'b00000000010100000010001100000011;  
        memory[6] = 32'b00000010001000001000000010110011;  
        memory[8] = 32'b00000010010100100000001000110011;  
        memory[7] = 32'b01000000001100100000001000110011;  
        memory[9] = 32'b00000000010000001000000010110011;  
        memory[10] = 32'b00000010011000001100000010110011;  
        memory[11] = 32'b00001010000100000001000000100011;  
    end
    always @ * begin
        instruction = memory[address>>2];
    end
endmodule: instruction_memory
==> flow/run.sh <==
#!/bin/bash
# OpenROAD 26Q1-2900-gdf79404cd8, Yosys 0.63+post, stock flow scripts
make -C /OpenROAD-flow-scripts/flow DESIGN_CONFIG=/design/flow/config.mk WORK_HOME=/design/flow/orfs finish
==> flow/config.mk <==
export PLATFORM = sky130hd
export DESIGN_NAME = instruction_memory
export DESIGN_NICKNAME = instruction_memory
export VERILOG_FILES = /design/flow/design.v
export SDC_FILE = /design/flow/constraint.sdc
export NUM_CORES = 4
export LEC_CHECK = 1
export CORE_AREA = 10 10 70 70
export DIE_AREA = 0 0 80 80
export SYNTH_MEMORY_MAX_BITS = 65536
==> flow/constraint.sdc <==
current_design instruction_memory

set clk_period 2.7
set clk_io_pct 0.2

create_clock -name clk0 -period $clk_period

set non_clock_inputs [all_inputs -no_clocks]
set_input_delay [expr $clk_period * $clk_io_pct] -clock clk0 $non_clock_inputs
set_output_delay [expr $clk_period * $clk_io_pct] -clock clk0 [all_outputs]
==> impl.org <==
#+TITLE: Physical design notes

** GRT
- Overflow left after global routing :: 0
- Vias in the first global route :: 548
- Across every metal layer, demand over resource in global routing totals about 5%.
- Entering global routing, the biggest net connects 8 pins.
- Antenna violations before repair :: 0
- The first global-routing pass estimated roughly 2700 um of wire.

** Synthesis
- Of the synthesized area, sequential elements account for 0%.
- Yosys top cell by area :: sky130_fd_sc_hd__buf_4
- Counting distinct cell types in the post-synthesis netlist gives 22.
- Yosys chip area :: ~460 um^2
- Summed over its instances, the top area cell type makes up between 20% and 30% of the synthesized netlist area.
- Post-synthesis instance area :: roughly 460 um^2
- The cell count after synthesis came out at between 60 and 70.
- The warning tally printed by Yosys for this design is 1.
- Averaged over all synthesized cells, the footprint is around 7.1 um^2.
- Cells in synth_stat.txt :: 64
- By area the synthesized netlist is led by sky130_fd_sc_hd__buf_4, sky130_fd_sc_hd__ha_1, sky130_fd_sc_hd__a21oi_2.

** Critical path
- Looking at the setup timing report, the critical path kind is in2out.
- The worst setup path is captured at an output pin.
- According to the timing report, the critical path is launched from address[11].
- Startpoint type of the worst setup path :: input pin
- The OpenROAD report gives the critical path a required time of 2160 ps.
- Max Fanout on Critical Path :: 6
- Critical path data arrival time :: a little over 2000 ps

** Route
- The detailed router placed around 530 vias in this run.
- Iteration-0 DRC Markers :: 14
- The routed layout reports a DRC error count of 0.
- Iteration count of the initial detailed-routing pass :: 4
- Dividing the detail-routed via count by the number of cells gives approximately 3.5.
- The routed design has roughly 1700 um of wire.
- The detail route stage leaves a number of antenna-violating nets equal to 0.
- After detailed routing, the average wire length per cell comes to between 10 and 15 um.
- The final antenna diode tally reported by the flow is 0.

** Layout
- Leaving out buffers and inverters, the combinational logic in the layout accounts for about 440 um^2.
- The number of sequential cells reported for the layout is 0.
- Compared with the post-synthesis result, the final layout area differs by 105%.
- CLK BUF :: 0
- The final layout report lists a filler cell count of ~370.
- The sequential cells in the finished layout cover a total of 0 um^2.
- Per the final layout report, the fraction of cells sized above drive strength 1 comes to about a third.

** Flow run
- Max-cap violations in this run came to 0.
- Total number of warnings across the stage logs :: 58

** Floorplan
- IO Count :: roughly 64
- Chip Height :: approximately 80 um
- Count of standard-cell rows :: 21
- The floorplan step defined a core boundary enclosing between 0.003 and 0.004 mm^2.
- Die span in x :: about 80 um
- The share of the core area taken by cells at floorplan is between 10% and 20%.
- According to the floorplan report, the total die area is 0.00640 mm^2.

** Power
- Total leakage power :: around 0.5 nW
- Power density relative to cell area :: roughly 74 mW/mm^2
- Proportion of power drawn by the clock network :: 0%
- Overall power after layout :: 0.0688 mW
- Summed over all nets, the switching power comes to approximately 0.032 mW.
- Of the total power, combinational logic draws around 100%.
- Maximum vdd ir drop :: ~0.019 mV
- Sw Share :: between 40% and 50%
- Internal power :: ~0.037 mW
- Sequential share of power :: 0%

** Clock network
- Hold_buf cts :: 0

** Run status
- Outcome :: complete, no violations

** Placed design
- Dpl hpwl :: about 1400 um
- Port Buf Inserts :: 29
- Final GP Congestion :: ~0.83
- Pre-CTS setup slack :: -106 ps

** Final timing
- Post-layout min period :: approximately 2600 ps
- Summed over all failing endpoints, the final setup total negative slack is 0 ps.
- Highest Clock Rate :: about 0.38 GHz
- The critical path in the final layout is reported with a setup slack of a little under 100 ps.
- Worst-case hold slack :: 1580 ps
- Pins over their slew limit :: 0
- Final-report hold violation count :: 0
- Unrepaired setup endpoints after global routing :: no
- The final report lists the setup-violating endpoint count as 0.
- Period utilisation layout :: between 90% and 100%

** Worst hold path
- Type of the most critical hold path :: in2out
- The worst hold path begins at address[8].
## kinds of logic after synthesis
family	count (synthesis)	synth area share (%)
and+or+nand+nor	22	26.6
adders and majority gates	6	16.5
other	1	0.823
buffers and inverters	21	32.4
muxes	2	4.40
AOI/OAI and AO/OA	12	19.2
## power groups by stage
stage | sequential, mW | clock (mW) | combinational, mW
CTS | 0 | 0 | 0.0651
global route | 0 | 0 | 0.0769
finish | 0 | 0 | 0.0688
## placed cells by master (no fill, tap or decap)
master	instances
sky130_fd_sc_hd__nand2_1	5
sky130_fd_sc_hd__inv_1	1
sky130_fd_sc_hd__clkdlybuf4s50_1	12
sky130_fd_sc_hd__a22oi_2	1
sky130_fd_sc_hd__ha_1	5
sky130_fd_sc_hd__dlymetal6s2s_1	8
sky130_fd_sc_hd__a21oi_1	3
sky130_fd_sc_hd__nor2_1	3
sky130_fd_sc_hd__nand2_4	1
sky130_fd_sc_hd__a211oi_2	1
sky130_fd_sc_hd__a2bb2oi_1	1
sky130_fd_sc_hd__nor4_4	1
sky130_fd_sc_hd__dlygate4sd2_1	9
sky130_fd_sc_hd__or2_2	1
sky130_fd_sc_hd__a21oi_4	1
sky130_fd_sc_hd__nor3_4	1
sky130_fd_sc_hd__nor3_2	2
sky130_fd_sc_hd__a21oi_2	4
sky130_fd_sc_hd__nand2_2	1
sky130_fd_sc_hd__and2b_2	2
sky130_fd_sc_hd__o22a_1	1
sky130_fd_sc_hd__inv_2	2
sky130_fd_sc_hd__buf_4	10
sky130_fd_sc_hd__nor2_2	1
sky130_fd_sc_hd__nand2b_1	4
sky130_fd_sc_hd__nor3b_1	1
sky130_fd_sc_hd__conb_1	14
sky130_fd_sc_hd__buf_6	5
sky130_fd_sc_hd__mux2i_1	2
sky130_fd_sc_hd__ha_4	1
## cells in the mapped netlist
cell type and count:
sky130_fd_sc_hd__a21oi_2 4, sky130_fd_sc_hd__buf_4 16, sky130_fd_sc_hd__conb_1 1, sky130_fd_sc_hd__ha_1 6, sky130_fd_sc_hd__o22a_1 1, sky130_fd_sc_hd__nand2_1 5
sky130_fd_sc_hd__nor2_1 4, sky130_fd_sc_hd__a211oi_1 1, sky130_fd_sc_hd__nor3b_1 1, sky130_fd_sc_hd__a21oi_1 4, sky130_fd_sc_hd__a22oi_1 1, sky130_fd_sc_hd__and2b_1 2
sky130_fd_sc_hd__a2bb2oi_1 1, sky130_fd_sc_hd__or2_2 1, sky130_fd_sc_hd__inv_1 3, sky130_fd_sc_hd__nand2b_1 4, sky130_fd_sc_hd__nor3_1 3, sky130_fd_sc_hd__nor4_2 1
sky130_fd_sc_hd__buf_2 1, sky130_fd_sc_hd__buf_6 1, sky130_fd_sc_hd__mux2i_1 2, sky130_fd_sc_hd__nand2_2 1
## layout make-up
cell class / count / area share [%]
inverters: 3 / 1.20
multi-input cells: 57 / 46.7
well taps: 46 / 6.15
repair buffers: 44 / 46.0
## worst paths after layout
kind                     endpoint  slack, ps  depth (start not counted)
setup / recovery  instruction[21]        100                          6
hold / removal     instruction[8]       1580                          5
## layer usage
metal	part of all wire (%)	global-route usage (%)	routed length (um)	vias to the layer above
met1	45	6.72	772	236
met4	0	0	0	0
met5	0	0	0	-
li1	-	-	-	264
met2	43	8.03	744	25
met3	12	1.59	198	0
## metrics by stage
step                instance area (um^2)  std cells  utilization, %
finish                               936        150            27.4
floorplan                            504         77               -
CTS                                  876        149            25.6
global placement                     798        145            23.4
detailed placement                   798        145            23.4
global route                         936        150            27.4
## timing repair
item,in CTS,in global routing
pin swaps,4,4
cloned,1,0
buffers inserted,3,1
resized,21,18
endpoints found under the setup margin,16,11
## worst max-delay path: stages
cell,delay (ps)
sky130_fd_sc_hd__dlygate4sd2_1,260
sky130_fd_sc_hd__nor4_4,390
sky130_fd_sc_hd__nand2_4,150
sky130_fd_sc_hd__buf_6,160
sky130_fd_sc_hd__a21oi_2,90
sky130_fd_sc_hd__clkdlybuf4s50_1,470
Power figures rest on the tool's default switching activity, not on a simulated workload.
